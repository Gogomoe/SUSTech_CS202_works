===== design/flow/config.mk =====
export PLATFORM = sky130hd
export DESIGN_NAME = Idecode32
export DESIGN_NICKNAME = Idecode32
export VERILOG_FILES = /design/flow/design.v
export SDC_FILE = /design/flow/constraint.sdc
export NUM_CORES = 4
export LEC_CHECK = 1
export CORE_UTILIZATION = 30

===== design/flow/constraint.sdc =====
current_design Idecode32

set clk_period 8.6
set clk_io_pct 0.2

create_clock -name clk0 -period $clk_period [get_ports {clock}]

set non_clock_inputs [all_inputs -no_clocks]
set_input_delay [expr $clk_period * $clk_io_pct] -clock clk0 $non_clock_inputs
set_output_delay [expr $clk_period * $clk_io_pct] -clock clk0 [all_outputs]

===== design/flow/design.v =====
module register(
    input clk, rst,
    input[4:0] read_reg1,
    input[4:0] read_reg2,
    input[4:0] write_reg,
    input[31:0] write_data,
    input reg_write,
    output reg[31:0] read_data1,
    output reg[31:0] read_data2
);
reg[31:0] data[31:0];
always @(posedge clk) begin
    if(rst) begin
        data[0] <= 32'b0;
        data[1] <= 32'b0;
        data[2] <= 32'b0;
        data[3] <= 32'b0;
        data[4] <= 32'b0;
        data[5] <= 32'b0;
        data[6] <= 32'b0;
        data[7] <= 32'b0;
        data[8] <= 32'b0;
        data[9] <= 32'b0;
        data[10] <= 32'b0;
        data[11] <= 32'b0;
        data[12] <= 32'b0;
        data[13] <= 32'b0;
        data[14] <= 32'b0;
        data[15] <= 32'b0;
        data[16] <= 32'b0;
        data[17] <= 32'b0;
        data[18] <= 32'b0;
        data[19] <= 32'b0;
        data[20] <= 32'b0;
        data[21] <= 32'b0;
        data[22] <= 32'b0;
        data[23] <= 32'b0;
        data[24] <= 32'b0;
        data[25] <= 32'b0;
        data[26] <= 32'b0;
        data[27] <= 32'b0;
        data[28] <= 32'b0;
        data[29] <= 32'b0;
        data[30] <= 32'b0;
        data[31] <= 32'b0;
    end
    else begin
        if(write_data && write_reg != 0) begin
            data[write_reg] <= write_data;
        end
        read_data1 <= data[read_reg1];
        read_data2 <= data[read_reg2];
    end
end
endmodule
module instruction_decoder(
    input        clk, rst,
    input[31:0]  instruction,
    input[31:0]  men_data,
    input[31:0]  alu_result,
    input        jal,
    input        reg_write,
    input        mem_to_reg,
    input        reg_dst,
    input[31:0]  opcplus4,
    output[31:0] read_data_1,
    output[31:0] read_data_2,
    output[31:0] sign_extend
);
wire rs = instruction[25:21];
wire rt = instruction[20:16];
wire rd = instruction[15:11];
wire[15:0] immediate = instruction[15:0];
register inst(
    clk, rst,
    rs,
    rt,
    jal ? 5'd31    : (reg_dst ? rd : rt),
    jal ? opcplus4 : (mem_to_reg ? men_data : alu_result),
    jal || reg_write,
    read_data_1,
    read_data_2
);
assign sign_extend = {{16{immediate[0]}}, immediate};
endmodule
module Idecode32(
    output[31:0] read_data_1,
    output[31:0] read_data_2,
    input[31:0]  Instruction,
    input[31:0]  read_data,
    input[31:0]  ALU_result,
    input        Jal,
    input        RegWrite,
    input        MemtoReg,
    input        RegDst,
    output[31:0] Sign_extend,
    input        clock,
    input        reset,
    input[31:0]  opcplus4
);
instruction_decoder instruction_decoder_inst(
    clock, reset,
    Instruction,
    read_data,
    ALU_result,
    Jal,
    RegWrite,
    MemtoReg,
    RegDst,
    opcplus4,
    read_data_1,
    read_data_2,
    Sign_extend
);
endmodule

===== design/flow/run.sh =====
#!/bin/bash
# OpenROAD 26Q1-2900-gdf79404cd8, Yosys 0.63+post, stock flow scripts
make -C /OpenROAD-flow-scripts/flow DESIGN_CONFIG=/design/flow/config.mk WORK_HOME=/design/flow/orfs finish

==> Changelog: implementation <==
### Physical design

* FF-to-FF path depth at 1
* Setup WS post-layout at 3.69 ns
* Outcome: completed
* CP Capture Type: register
* Vias post-DR at 3388
* Average wire per standard cell at around 15 um
* Hold_buf cts at 0
* Ant diodes at 0
* Post-synth mux share at 0.241
* Area leader share at 0.655
* Starting DRC count in detailed routing at 100
* CP Max Fanout at 33
* Cells in synth_stat.txt at 355
* Comb area leader: multiplexers
* Cell area after synthesis at 5860 sq um
* Synth unique cells at 19
* Yosys stat area at between 5000 and 6000 sq um
* Clock root buffer: clkbuf_16
* Die area at 20100 sq um
* Die height at roughly 140 um
* Delay of the slowest critical-path stage at 0.71 ns
* Die Wd at 142 um
* CTS Sinks at 128
* Vias per cell at 4.23
* Antenna violations before repair at 1
* Worst EP arrival at just over 5 ns
* Critical path startpoint category: input port
* Leak at 0.00304 uW
* Required time of the critical path at 8.74 ns
* Peak VDD IR at 113 uV
* Fillers at 1667
* Slew Viols, Final at 0
* Min Tclk post-route at 4.91 ns
* Largest net degree at the start of global routing at 39
* Ys Warns at 3
* DRC viols at 0
* Row cnt at 50
* Post-synth top area cell: edfxtp_1
* Clock slew at reported path FFs at 0.05 ns
* Post-route ant nets at 0
* Max clock buf depth at 2
* Area grow syn2layout at 41.3%
* CTS tree: built
* Tool warnings at 40
* Simple share at 0.0331
* Final Wtd Congestion at 0.749
* Setup violations, final at 0
* GRT overflow at 0
* CTS Buf Count at 17
* Power Dens Cells at between 200 and 250 nW/um^2
* Max-slew headroom at 0.525
* Post-Synth Adder-Cell Area at 0
* Number of synthesized register bits at 128
* Max stage delay cell, worst path: a2111o_2
* Cell mode on critical path: buf_4
* WS Path Type: input port to register
* Vias in the first global route at 3450
* Area of the core at around 19000 sq um
* Synth Seq Share at 0.655
* HP Class: register to register
* H-Tree Depth at 4
* Worst Tran Pin Value at 0.712 ns
* Yosys aoi share at 0.00213
* Logic area at 1740 sq um
* Post-Route WL at 12300 um
* Average size of a mapped cell at 16.5 sq um
* Register area at 3840 sq um
* First-pass GRT wire length at 18800 um
* Top-level I/O count at 230
* Top cells, area: edfxtp_1 (66%), mux2_2 (18%), mux2i_1 (5.6%)
* Setup WS pre-CTS at 3.08 ns
* Post-DP HPWL at 8350 um
* Xor and xnor area share after synthesis at 0
* Cells after Synth at 355
* Post-CTS setup buffer count at 0
* Worst-Skew Late Latency at 0.41 ns
* Final setup TNS at 0 ns
* Most common logic cells in the final layout: clkdlybuf4s50_1 (163), edfxtp_1 (128), mux2_2 (96)
* WHS Path Cells at 1
* Ratio of cells with drive above 1 in the final layout at 0.266
* GRT Total Usage at 0.131
* Worst-path cell chain: buf_2 > buf_4 > mux2_2 > mux2i_1 > nand4_1 > nor4_1 > a2111o_2 > nand2_2 > buf_4
* Top cell excl fill/tap: clkdlybuf4s50_1
* Max Clock Freq at 204 MHz
* RSZ-0062 raised after global routing: no
* Pre-Place Util at 0.309
* Final Hold Fails at 0
* Reg2reg setup slack at 7.67 ns
* First-pass iteration count of the detailed router at 5
* Max cap viols at 0
* CTS resizes at 0
* Number of port buffers at 168
* Cycle use final at 0.571
* Fin Clk Skew at around 0.0049 ns
==> metal layers <==
| layer | part of all wire | up-vias | GRT usage |
|---|---|---|---|
| met4 | 0.014 | 2 | 0.0204 |
| met3 | 0.093 | 17 | 0.0567 |
| met2 | 0.47 | 153 | 0.205 |
| met5 | 0.00089 | - | 0 |
| li1 | - | 1635 | - |
| met1 | 0.42 | 1581 | 0.182 |
==> flip-flops by register name, summed over array words and instances, names as in the netlist <==
name / cells
instruction_decoder_inst.inst.data: 64
instruction_decoder_inst.inst.read_data1: 32
instruction_decoder_inst.inst.read_data2: 32
==> synth_stat cells (all sizes together) <==
cell,number
inv,1
nor4,2
nor2,32
buf,44
a2111o,1
mux2,96
nand2,1
conb,1
edfxtp,128
mux2i,33
nand4,8
clkbuf,8
==> path summary, 6_finish.rpt <==
kind | startpoint | to
hold reg to reg | instruction_decoder_inst.inst.data[0][31] | instruction_decoder_inst.inst.read_data2[31]
setup / recovery | MemtoReg | instruction_decoder_inst.inst.data[1][27]
hold / removal | instruction_decoder_inst.inst.data[0][31] | instruction_decoder_inst.inst.read_data2[31]
setup reg to reg | instruction_decoder_inst.inst.data[1][30] | instruction_decoder_inst.inst.read_data2[30]
==> critical path, delay by kind of cell <==
kind | cells | cell delay, ns
mux | 2 | 0.67
simple gates | 3 | 1.06
compound gates | 1 | 0.71
buf+inv | 3 | 0.84
==> kinds of logic (layout without fill, tap and decap cells) <==
logic type / after synthesis / after routing
compound gates: 1 / 1
simple gates: 43 / 43
buf+inv: 53 / 208
other cells: 1 / 32
mux: 129 / 129
flops: 128 / 128
==> cell type report <==
class | instances | share of cell area
Inverter | 1 | 0.000453
Clock inverter | 14 | 0.0287
Tap cell | 260 | 0.0392
Clock buffer | 18 | 0.0518
Sequential cell | 128 | 0.464
Multi-Input combinational cell | 205 | 0.210
Timing Repair Buffer | 175 | 0.206
==> through the flow <==
step	utilization	area (sq um)	cells	power, uW	hold WS (ns)
after floorplan	-	5980	386	867	0.544
after global placement	0.402	7620	769	974	0.547
after detailed placement	0.402	7620	769	977	0.558
after CTS	0.437	8290	801	1790	0.572
after global routing	0.437	8290	801	1830	0.579
final	0.437	8290	801	1770	0.568
==> power by group <==
group	internal (uW)	switching (uW)	total, uW
combinational	127	66.3	194
clock	544	261	805
sequential	750	17.6	768
Power is estimated from default activity; no workload was simulated.
