==> ./design.v <==
module execute(
    input[31:0]      data1,
    input[31:0]      data2,
    input[31:0]      sign_extend,
    input[5:0]       function_opcode,
    input[5:0]       opcode,
    input[1:0]       alu_op,
    input            alu_src,
    input[4:0]       shamt,
    input            sftmd,
    input            i_format,
    output reg       zero,
    output reg[31:0] alu_result,
    output reg[31:0] add_result,
    input[31:0]      pc_plus_4
);
wire[31:0] Ainput = data1;
wire[31:0] Binput;
assign Binput = alu_src ? sign_extend : data2;
wire[5:0] exe_code;
assign exe_code = (i_format == 0) ? function_opcode : {3'b000, opcode[2:0]};
wire[2:0] alu_ctl;
assign alu_ctl[0] = (exe_code[0] | exe_code[3]) & alu_op[1];
assign alu_ctl[1] = ((!exe_code[2]) | (!alu_op[1]));
assign alu_ctl[2] = (exe_code[1] & alu_op[1]) | alu_op[0];
reg[31:0] alu_output_mux;
always @(*) begin
    case(alu_ctl)
        3'b000: alu_output_mux = Ainput & Binput;
        3'b001: alu_output_mux = Ainput | Binput;
        3'b010: alu_output_mux = Ainput + Binput;  
        3'b011: alu_output_mux = Ainput + Binput;  
        3'b100: alu_output_mux = Ainput ^ Binput;
        3'b101: alu_output_mux = !(Ainput | Binput);
        3'b110: alu_output_mux = Ainput - Binput;  
        3'b111: alu_output_mux = Ainput - Binput;  
        default: alu_output_mux = 32'd0;
    endcase
end
wire[2:0] sftm;
assign sftm = function_opcode[2:0];
reg[31:0] Sinput;
always @(*) begin
    if(sftmd) begin
        case(sftm)
            3'b000: Sinput = Binput << shamt;
            3'b010: Sinput = Binput >> shamt;
            3'b100: Sinput = Binput << Ainput;
            3'b110: Sinput = Binput >> Ainput;
            3'b011: Sinput = Binput >>> shamt;
            3'b111: Sinput = Binput >>> Ainput;
            default: Sinput = Binput;
        endcase
    end
    else begin
        Sinput = Binput;
    end
end
always @(*) begin
    if(((alu_ctl==3'b111) && (exe_code[3]==1))||((alu_ctl[2:1]==2'b11) && (i_format==1))) begin
         alu_result = (Ainput - Binput < 0) ? 1 : 0;
    end
    else if((alu_ctl==3'b101) && (i_format==1))begin
        alu_result[31:0]={Binput[15:0],{16{1'b0}}};
    end
    else if(sftmd==1)begin
        alu_result = Sinput;
    end
    else begin
        alu_result = alu_output_mux;
    end
end
always @(*) begin
    zero = alu_result == 0;
end
always @(*) begin
    add_result = (pc_plus_4 >> 2) + sign_extend;
end
endmodule
module Executs32 (
    input[31:0]  Read_data_1,
    input[31:0]  Read_data_2,
    input[31:0]  Sign_extend,
    input[5:0]   Function_opcode,
    input[5:0]   Exe_opcode,
    input[1:0]   ALUOp,
    input[4:0]   Shamt,
    input        ALUSrc,
    input        I_format,
    input        Zero,
    input        Jrn,
    input        Sftmd,
    output[31:0] ALU_Result,
    output[31:0] Add_Result,
    input[31:0]  PC_plus_4
);
execute execute_inst(
    Read_data_1,
    Read_data_2,
    Sign_extend,
    Function_opcode,
    Exe_opcode,
    ALUOp,
    ALUSrc,
    Shamt,
    Sftmd,
    I_format,
    Zero,
    ALU_Result,
    Add_Result,
    PC_plus_4
);
endmodule
==> ./run.sh <==
#!/bin/bash
# OpenROAD 26Q1-2900-gdf79404cd8, Yosys 0.63+post, stock flow scripts
make -C /OpenROAD-flow-scripts/flow DESIGN_CONFIG=/design/flow/config.mk WORK_HOME=/design/flow/orfs finish
==> ./config.mk <==
export PLATFORM = sky130hd
export DESIGN_NAME = Executs32
export DESIGN_NICKNAME = Executs32
export VERILOG_FILES = /design/flow/design.v
export SDC_FILE = /design/flow/constraint.sdc
export NUM_CORES = 4
export LEC_CHECK = 1
export CORE_UTILIZATION = 50
==> ./constraint.sdc <==
current_design Executs32

set clk_period 14.0
set clk_io_pct 0.2

create_clock -name clk0 -period $clk_period

set non_clock_inputs [all_inputs -no_clocks]
set_input_delay [expr $clk_period * $clk_io_pct] -clock clk0 $non_clock_inputs
set_output_delay [expr $clk_period * $clk_io_pct] -clock clk0 [all_outputs]
==> run summary <==
The layout was made with Yosys and OpenROAD.

The cell resize tally after clock tree synthesis is 0. The reported max-cap violation count is 0. The routed wire length is 69500 um. From the final report, the count of setup violators was given as 0.

The first routing iteration left 2523 violations. The final hold violation count is 0. The global route stage reports its total congestion overflow as 0.

Warnings reported by Yosys during synthesis add up to 1. The post-route minimum period is 11.85 ns. The highest ir drop seen on vdd is 0.0579 mV. Per the final report, max-transition violations number 0. The timing report notes that buffer and inverter cells on the critical path total 3. Relative to the synthesized area, the layout overhead comes to 20.5%. The portion of netlist area occupied by mux cells is 14.5%. Detailed placement reports a standard cell area of 14800 um2. Sequential cells placed in the final layout were counted as 0. The count of standard-cell rows is 57. Leaving out fill and tap cells, the most frequent cell in the layout is sky130_fd_sc_hd__clkdlybuf4s50_1. The width of the die is 159 um. Before placement the cells fill 50.8% of the core. Checking max transition, the worst relative margin is 24.3%. The area of the mapped netlist is 12300 um2. The first global-routing pass estimated 100000 um of wire.

The startpoint of the lowest-slack hold path is Sign_extend[31]. By instance count after routing, the leading logic cell types are sky130_fd_sc_hd__clkdlybuf4s50_1, sky130_fd_sc_hd__nor2_1, sky130_fd_sc_hd__nand2_1. Per the placement log, port buffering inserted 207 buffers. The critical path is of the primary input to output pin type.

The most numerous cell type found on the critical path is sky130_fd_sc_hd__o21ai_0. The peak clock frequency supported by timing is 0.0844 GHz. Total global-route track usage over all layers is 54.1%. The synthesized netlist devotes 6.05% of its cell area to XOR and XNOR gates.

The final-layout clock buffer total is 0. For this design the top-level I/O count stands at 216. In this run, the synthesized area fraction spent on adder and majority cells is recorded as 13.1%.

The per-cell routed wire length is 29.6 um. Warnings raised by the tools during the run amount to 75. The largest net degree at the start of global routing is 48.

The final layout reports a setup TNS of 0 ns. In this run, the synthesized area fraction spent on and/or/nand/nor cells is recorded as 20.5%. The launching instance or port of the critical path is ALUSrc. The number of global-route vias before repair is 15500. The final weighted congestion in routability-driven placement is 1.26.

The arrival time of data at the worst endpoint is listed as 9.05 ns. The startpoint kind of the worst setup timing path is a primary input. Listed in order, past its start point the critical path passes buf_2, mux2i_4, inv_1, or3_1, nor2_1, a21oi_1, xnor2_1, ha_1, and3_1, nand3_1, o311a_1, nor3_1, a31oi_1, o31a_1, o21ai_0, mux2i_1, o21ai_0, clkdlybuf4s50_1. The number of remaining DRC errors is 0.

The synthesized design spends more area on one cell type than any other, namely sky130_fd_sc_hd__ha_1. The die outline area is 25300 um2. The post-route clock period utilization is 84.6%. The placeable core region is 24200 um2.

The main combinational cell family by area after synthesis is AND-OR/OR-AND gates. For the completed layout, the total cell area is recorded as 14800 um2. The maximum net fanout on the critical path is 22.

The flow ran to the end, and the final reports show no timing, DRC or antenna violations. The power density relative to cell area is 61.6 nW/um2. Dividing the synthesized area by the synthesized cell count gives 6.61 um2. The cell leakage power is 6.09 nW. The critical path's slowest stage uses the library cell sky130_fd_sc_hd__mux2i_4. Switching power as a fraction of the total was reported as 60.4%.

Sequential cells were found to cover 0% of the synthesized design area. Setup repair after global routing left no endpoint under its margin. The maximum cell stage delay along the critical path is 0.67 ns.

Once detailed placement completed, the half-perimeter wirelength came to 52000 um. The power dissipated by switching net loads is 0.000552 W. The post-detailed-route count of antenna-violating nets is 0.

According to the hold report, the worst path is of the primary input to output pin type. The initial antenna violation count is 4. The total power after layout is 0.000913 W. The gate count after technology mapping is 1863.

The synth_stat.txt file lists the number of cells as 1863. The power report lists cell-internal power as 0.000361 W. The top cell type by area accounts for 12.8% of the synthesized area.

The required time at the worst endpoint is listed as 11.20 ns. The vias per cell is 7.35. The share of the core filled with cells in the final layout is 61.2%. Ranked by total cell area, the synthesized netlist is headed by sky130_fd_sc_hd__ha_1, sky130_fd_sc_hd__mux2i_1, sky130_fd_sc_hd__a21oi_1.

STA classifies the critical path endpoint as an output pin. The pre-antenna-repair detailed-routing pass consisted of 9 iterations. Per STA, the worst path accumulates the most delay in the family AND-OR/OR-AND gates. The total via count in the routed design is 17200. Of the total synthesized cell area, the portion taken by AND-OR and OR-AND cells is 38.7%. The post-cts hold-fix buffer tally is 0.

The transition time at the pin with the least slew margin is 1.14 ns. Post-synthesis, Yosys gives the total cell area as 12300 um2. Counting distinct cell types in the post-synthesis netlist gives 87.

From bottom edge to top edge, the die measures 159 um. The number of setup buffers added after CTS is 0. In the final layout, flip-flops and latches occupy 0 um2. Of the cells placed in the final design, the portion with a size suffix greater than 1 is 7.18%.
## cell usage after synthesis, drive strengths merged (7+ instances only)
cell	instances
nor2	179
a21oi	178
o21ai	174
nand2	173
mux2i	142
ha	126
inv	77
clkbuf	74
xnor2	66
a211oi	55
nor3	52
buf	48
nand3	43
o22ai	35
a21o	32
a221oi	32
a31oi	30
o211ai	24
a22oi	22
nor4	20
mux2	19
nand4	19
xor2	19
o221ai	18
o21a	17
a211o	14
and2	13
and3	12
nor2b	11
o2111ai	10
a2bb2oi	7
nand2b	7
o21bai	7
o31ai	7
o32ai	7
## per-layer routing
layer	global-route usage [%]	share of wire [%]	vias up
met5	3.22	0.18	-
met4	41.5	11	6
met3	27.5	18	493
met2	73.7	38	1716
met1	63.6	33	7604
li1	-	-	7428
## layout make-up
cell class	count	area [um2]
Antenna cell	3	7.51
Fill cell	2142	9420
Inverter	80	303
Multi-Input combinational cell	1661	11500
Tap cell	324	405
Timing Repair Buffer	278	2600
## cell families (layout without fill, tap and decap cells)
kind of cell | after synthesis | in the layout
adder cells (fa/ha/maj) | 128 | 128
multiplexers | 163 | 163
AND-OR/OR-AND | 730 | 730
buffers and inverters | 202 | 358
AND/OR/NAND/NOR | 555 | 555
XOR/XNOR | 85 | 85
other | 0 | 3
## final timing paths
path | to | slack, ns | depth (start not counted)
setup / recovery | ALU_Result[30] | 2.15 | 18
hold / removal | Add_Result[31] | 6.57 | 3
## power by group through the flow
stage | registers [W] | logic (W) | clock network (W)
CTS | 0 | 0.000857 | 0
global route | 0 | 0.000949 | 0.00000000000162
## metrics by stage
stage / hold WS [ns] / worst slack, ns / std cells
global route: 6.60 / 2.12 / 2344
global placement: 6.56 / 2.43 / 2343
floorplan: 5.63 / 4.01 / 1863
CTS: 6.58 / 2.45 / 2343
finish: 6.57 / 2.15 / 2346
detailed placement: 6.57 / 2.49 / 2343
Power and IR drop assume default switching activity.
