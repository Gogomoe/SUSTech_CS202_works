`./run.sh`:
```
#!/bin/bash
# OpenROAD 26Q1-2900-gdf79404cd8, Yosys 0.63+post, stock flow scripts
make -C /OpenROAD-flow-scripts/flow DESIGN_CONFIG=/design/flow/config.mk WORK_HOME=/design/flow/orfs finish
```
`./config.mk`:
```
export PLATFORM = sky130hd
export DESIGN_NAME = ALU
export DESIGN_NICKNAME = ALU
export VERILOG_FILES = /design/flow/design.v
export SDC_FILE = /design/flow/constraint.sdc
export NUM_CORES = 4
export LEC_CHECK = 1
export CORE_UTILIZATION = 50
```
`./constraint.sdc`:
```
current_design ALU

set clk_period 26.7
set clk_io_pct 0.2

create_clock -name clk0 -period $clk_period

set non_clock_inputs [all_inputs -no_clocks]
set_input_delay [expr $clk_period * $clk_io_pct] -clock clk0 $non_clock_inputs
set_output_delay [expr $clk_period * $clk_io_pct] -clock clk0 [all_outputs]
```
`./design.v`:
```
module ALU(
    input[31:0] data1,
    input[31:0] data2,
    input[31:0] sign_extend,
    input src,
    input[3:0] control,
    output reg[31:0] result,
    output reg zero
);
wire[31:0] data3;
assign data3 = src ? sign_extend : data2;
always @(*) begin
    casex(control)
        4'b0000: result = data1 & data3;
        4'b0001: result = data1 | data3;
        4'b001x: result = data1 + data3;
        4'b0100: result = data1 ^ data3;
        4'b0101: result = ~(data1 | data3);
        4'b011x: result = data1 - data3;
        4'b1000: result = data1 << sign_extend[4:0];
        4'b1010: result = data1 >> sign_extend[4:0];
        4'b1011: result = data1 >>> sign_extend[4:0];
        4'b1100: result = data1 << data2[4:0];
        4'b1110: result = data1 >> data2[4:0];
        4'b1111: result = data1 >>> data2[4:0];
        default: result = 0;
    endcase
    zero = result == 0;
end
endmodule
```
==> impl_results.rst <==
Synthesis and place-and-route
=============================

.. list-table::
   :header-rows: 1

   * - Metric
     - Value
   * - Result of the run
     - finished, violations left
   * - Violated checks
     - max-capacitance violations, max-slew violations
   * - Avg WL per Cell
     - 31.58 microns
   * - Placement Rows
     - 54
   * - Width of the chip
     - 151.8 microns
   * - Growth of design area from synthesis to finish
     - 14.35%
   * - Leakage power
     - 5.313 nW
   * - Unrepaired setup endpoints after global routing
     - false
   * - Hold path endpoint
     - result[31]
   * - Cell internal pwr
     - 0.1245 mW
   * - Total standard cell area after synthesis
     - 11220 sq um
   * - Worst VDD drop
     - 0.00001830 V
   * - Type of the setup path with the least slack
     - input port to output pin
   * - Placeable core region
     - 21890 sq um
   * - Crit. End Element
     - output pin
   * - Gate count of the mapped netlist
     - 1717
   * - Switching power of the nets
     - 0.2173 mW
   * - ANT nets after route
     - 0
   * - Post-CTS setup buffer count
     - 0
   * - Power density normalized to cell area
     - 26.64 nW/um^2
   * - Gates resized, CTS repair
     - 0
   * - Flops
     - 0
   * - Hold Path Origin
     - sign_extend[31]
   * - Hold_ws
     - 12.22 ns
   * - Sequential area share after synthesis
     - 0%
   * - CTS Hold Bufs
     - 0
   * - Largest net degree at the start of global routing
     - 58
   * - Average vias per placed instance
     - 7.431
   * - Switching part of the total power
     - 63.58%
   * - Chip area
     - 23030 sq um
   * - Yosys Warn Count
     - 1
   * - Post-route setup slack
     - 9.399 ns
   * - Final Hold Violating Endpoints
     - 0
   * - Critical path launch point type
     - input port
   * - Via count of the routed design
     - 15212
   * - Routability Congestion
     - 1.232
   * - Placement-stage worst setup slack
     - 9.619 ns
   * - Number of top-level pins
     - 134
   * - Average instance area after synthesis
     - 6.532 sq um
   * - Setup TNS Final
     - 0 ns
   * - Routed Wire Length
     - 64.65 mm
   * - Cell count listed in synth_stat.txt
     - 1717
   * - Finished layout cell area
     - 12820 sq um
   * - Iteration-0 DRC count of the detailed router
     - 2042
   * - Clock period minus final worst setup slack
     - 17.30 ns
   * - Yosys stat area
     - 11220 sq um
   * - Relative slew slack
     - -6.429%
   * - Max-capacitance violation count
     - 1
   * - Cells on Worst Hold Path
     - 7
   * - Worst-Margin Slew
     - 1.587 ns
   * - Fp_density
     - 51.23%
   * - Buffers on Ports
     - 134
   * - Class of the worst hold path
     - input port to output pin
   * - Fraction of layout cells with a size suffix above 1
     - 6.307%
   * - Initial antenna violation count
     - 7
   * - Router iterations before antenna repair
     - 9
   * - First-pass GRT wire length
     - 91.90 mm
   * - Count of final max-slew check failures
     - 3
   * - Half-perimeter wire length after placement
     - 48.29 mm
   * - Vert. Die Dim
     - 151.8 microns
   * - Fraction of the cycle the final worst path needs
     - 64.80%
   * - Total routing usage reported by global routing
     - 56.96%
   * - OpenROAD warning count
     - 66
   * - Final Power
     - 0.3417 mW
   * - Number of global-route vias before repair
     - 13494
   * - Cell area after placement
     - 12810 sq um
   * - Crit path arrival time
     - 11.96 ns
   * - Largest fanout on the critical path
     - 40
   * - Max Fclk
     - 57.80 MHz
   * - Post-route DRC violation count
     - 0
   * - Endpoint required time on the critical path
     - 21.36 ns
   * - Congestion Overflow GR
     - 0
   * - Number of clock buffers in the layout
     - 0
   * - # setup viols final
     - 0
   * - Post-synthesis cell type count
     - 83
   * - Sequential Area
     - 0 sq um
## routing by layer
layer | part of all wire [%] | GRT usage, % | up-vias
met5 | 0.27 | 8.409 | -
met4 | 9.8 | 42.03 | 10
met3 | 17 | 33.28 | 426
met2 | 39 | 77.23 | 1311
met1 | 34 | 64.58 | 6885
li1 | - | - | 6580
## metrics by stage
step / util (%) / std cells
global route: 58.52 / 2041
CTS: 58.50 / 2040
global placement: 58.50 / 2040
finish: 58.58 / 2047
floorplan: - / 1717
detailed placement: 58.50 / 2040
## worst max path at each step
stage	from	to	slack, ns
CTS	src	zero	9.61
global route	src	zero	9.13
finish	src	zero	9.40
## placed cells by master (no fill, tap or decap), types with 20 or more instances in the layout
cell / synthesis / final
ha_1: 96 / 96
a31oi_1: 22 / 22
xnor2_1: 40 / 40
nand3_1: 44 / 44
mux2i_1: 172 / 163
clkdlybuf4s50_1: 0 / 133
nor2_1: 146 / 146
o211ai_1: 20 / 20
a22oi_1: 40 / 40
nand2_1: 167 / 167
o22ai_1: 28 / 28
o21ai_0: 71 / 71
a221oi_1: 32 / 32
nor3_1: 68 / 67
nand2b_1: 48 / 48
a211oi_1: 56 / 56
a21oi_1: 169 / 169
buf_4: 5 / 57
inv_1: 81 / 81
## worst max-delay path: stages
cell and delay (ns):
buf_2 0.07, buf_4 0.50, mux2i_1 0.58, ha_1 0.27, o21ai_0 0.12, or3_1 0.35, or2_2 0.35, o31ai_1 0.30
xnor2_1 0.17, ha_1 0.33, and3_1 0.31, and2_1 0.20, o2bb2ai_1 0.13, o31ai_1 0.47, o21ai_0 0.17, a21oi_1 0.29
nor4b_1 0.47, nand4_1 0.26, nor4b_2 0.45, nand4_1 0.18, nor2_1 0.16, clkdlybuf4s50_1 0.47
## power by group through the flow
| stage | combinational (mW) | clock, mW | sequential (mW) |
|---|---|---|---|
| global route | 0.356 | 0.00000000311 | 0 |
| CTS | 0.319 | 0 | 0 |
## synth_stat cells, types with 6 or more instances
| master | number | area, sq um |
|---|---|---|
| a221o_1 | 6 | 60.06 |
| buf_2 | 20 | 100.1 |
| a22oi_1 | 40 | 300.3 |
| nor3_1 | 68 | 340.3 |
| a221oi_1 | 32 | 280.3 |
| xnor2_1 | 40 | 350.3 |
| nor3b_1 | 6 | 45.04 |
| ha_1 | 96 | 1201 |
| inv_1 | 81 | 304.0 |
| clkbuf_1 | 107 | 401.6 |
| a32oi_1 | 6 | 52.55 |
| a2111oi_0 | 7 | 61.31 |
| a21oi_1 | 169 | 845.8 |
| a21o_1 | 16 | 120.1 |
| xor2_1 | 8 | 70.07 |
| a31oi_1 | 22 | 137.6 |
| o21ai_1 | 6 | 30.03 |
| o21ai_0 | 71 | 355.3 |
| mux2_2 | 18 | 202.7 |
| nor2_1 | 146 | 548.0 |
| o21a_1 | 8 | 60.06 |
| nand2b_1 | 48 | 300.3 |
| or3_1 | 10 | 62.56 |
| or4_1 | 8 | 60.06 |
| nand4_1 | 18 | 112.6 |
| o221ai_1 | 13 | 113.9 |
| a211o_1 | 7 | 61.31 |
| o31ai_1 | 9 | 67.56 |
| a211oi_1 | 56 | 420.4 |
| nand3_1 | 44 | 220.2 |
| o22ai_1 | 28 | 175.2 |
| nor4_1 | 12 | 75.07 |
| mux2i_1 | 172 | 1722 |
| buf_1 | 14 | 52.55 |
| o211ai_1 | 20 | 150.1 |
| nand2_1 | 167 | 626.9 |
| and3_1 | 9 | 56.30 |
| o2111ai_1 | 13 | 113.9 |
## logic make-up (layout without fill, tap and decap cells)
| family | Yosys count | in the layout | synth area share, % |
|---|---|---|---|
| and+or+nand+nor | 572 | 572 | 24.58 |
| AOI/OAI and AO/OA | 567 | 567 | 33.46 |
| buffers and inverters | 230 | 273 | 8.222 |
| muxes | 203 | 203 | 19.11 |
| adders and majority gates | 97 | 97 | 10.89 |
| xor gates and xnor gates | 48 | 48 | 3.748 |
| other | 0 | 7 | 0 |
## cell type report
type | instances | area, sq um
Fill cell | 1998 | 9066
Antenna cell | 7 | 17.52
Inverter | 82 | 307.8
Multi-Input combinational cell | 1487 | 10390
Timing Repair Buffer | 191 | 1764
Tap cell | 280 | 350.3
Power figures rest on the tool's default switching activity, not on a simulated workload.
